**run.sh**
```bash
#!/bin/bash
# OpenROAD 26Q1-2900-gdf79404cd8, Yosys 0.63+post, stock flow scripts
make -C /OpenROAD-flow-scripts/flow DESIGN_CONFIG=/design/flow/config.mk WORK_HOME=/design/flow/orfs finish
```
**config.mk**
```make
export PLATFORM = sky130hd
export DESIGN_NAME = regfile
export DESIGN_NICKNAME = regfile
export VERILOG_FILES = /design/flow/design.v
export SDC_FILE = /design/flow/constraint.sdc
export NUM_CORES = 4
export LEC_CHECK = 1
export CORE_UTILIZATION = 30
```
**constraint.sdc**
```tcl
current_design regfile

set clk_period 12.9
set clk_io_pct 0.2

create_clock -name clk0 -period $clk_period [get_ports {clk}]

set non_clock_inputs [all_inputs -no_clocks]
set_input_delay [expr $clk_period * $clk_io_pct] -clock clk0 $non_clock_inputs
set_output_delay [expr $clk_period * $clk_io_pct] -clock clk0 [all_outputs]
```
**design.v**
```verilog
module regfile(
    input clk,
    input [4:0] raddr1,
    input [4:0] raddr2,
    input we,
    input [4:0] waddr,
    input [31:0] wdata,
    output reg [31:0] rdata1,
    output reg [31:0] rdata2
    );
    reg [31:0] rf [31:0];
    always @(posedge clk) begin
        if (raddr1 == {5{1'b0}}) begin
            rdata1 <= {32{1'b0}};
        end
        else begin
            rdata1 <= rf[raddr1];
        end
    end
    always @(posedge clk) begin
        if (raddr2 == {5{1'b0}}) begin
            rdata2 <= {32{1'b0}};
        end
        else begin
            rdata2 <= rf[raddr2];
        end
    end
    always @(posedge clk) begin
        if (we == 1'b1 ) begin
            if (waddr == {5{1'b0}}) begin
                rf[0] <= {32{1'b0}};
            end
            else begin
                rf[waddr] <= wdata;       
            end
        end
        else begin
            rf[0] <= {32{1'b0}};
        end
    end
endmodule
```
==> Slide: Implementation Results <==
Physical Implementation Snapshot

Synthesis
  • Area of the mapped netlist: 0.0483 mm²
  • Post-synth EDFFs: 1024
  • Post-Synthesis Cells: 2489
  • FFs w/ async S/R, synth: 0%
  • Top FF cell, synth: edfxtp_1
  • Synth Seq Share: 66.3%
  • Ys cells: 2489
  • Yosys Chip Area: 0.0483 mm²
  • Syn Area/Cell: 19.4 µm²
  • Ys flops: 1088
  • Synth cell types: 31
  • Yosys warning count: 1

Route
  • Avg WL per Cell: 32.0 µm
  • Vias/cell: 5.65
  • 1st-iter DRT viols: 1605
  • Antenna Nets Post-Route: 0
  • Final WL: 156 mm
  • Residual DRC: 0
  • Initial DRT Pass Iterations: 6
  • DR vias: 27579

Layout
  • Most frequent logic cell in the layout: edfxtp_1
  • Most frequent cells in the layout: edfxtp_1, mux4_2, mux2i_1
  • Ratio of cells with drive above 1 in the final layout: 26.9%
  • Synth-to-Final Area Change: 15.9%

Hold path
  • Min-Delay Path Class: reg2reg
  • WHS Path Cells: 3

Timing
  • Tmin final: 5.80 ns
  • Slew HR: 28.1%
  • RSZ-0062 raised after global routing: no
  • Period utilization: 45.0%
  • Worst Max-Slew Pin Slew: 1.05 ns
  • FMAX: 172 MHz
  • # setup viols final: 0
  • Final slew viol count: 0
  • Worst Skew: 0.0317 ns
  • Fin. Hold Viols: 0
  • Setup TNS: 0 ns

Job
  • Tool warnings: 26
  • Max Cap Viol: 0

Worst setup path
  • CP Data Required Time: 13.44 ns
  • Worst r2r src: rf[15][26]$_DFFE_PP_
  • Worst R2R Setup Slack: 10.62 ns
  • Critical path arrival: 6.34 ns
  • Crit-path cells: buf_8, buf_4, buf_4, buf_4, mux4_2, a22o_1, a2111oi_0, nor3_1
  • Worst Setup Start Kind: input port
  • CP max stage cell: buf_4
  • Most frequent cell on the critical path: buf_4
  • Critical Path Max Stage Delay: 0.66 ns
  • Worst Setup EP: rdata2[26]$_SDFF_PN0_
  • Crit Path Category: in2reg
  • RR Endpoint: rdata1[26]$_SDFF_PN0_
  • Critical Path Sink Type: flop
  • Start point of the critical path: raddr2[0]
  • Critical-path maximum fanout: 43
  • Register-to-Register Path Depth: 4

Power and ir drop
  • Pwr dens: 140 mW/mm²
  • Int Pwr: 6.03 mW
  • Sequential power share: 51.2%
  • Share of power burned in the clock network: 40.5%
  • Leak pwr: 16.4 nW
  • Sw Ratio: 23.2%
  • Part of the power in combinational logic: 8.2%
  • Peak supply drop: 0.104 mV
  • Net switching power: 1.82 mW
  • Final Total Pwr: 7.85 mW

Die
  • Die Width: 403 µm
  • # rows: 146
  • Die H: 403 µm
  • Die Size: 0.163 mm²
  • Core area: 0.159 mm²
  • Initial Util: 30.4%
  • I/O Pins: 113

Clocking
  • Clock buffer depth: 3
  • CTS tree: built
  • Post-cts gate resize count: 0
  • Clock root cell: clkbuf_16
  • Clk slew on worst S/H paths: 0.06 ns
  • H-Tree Depth: 3
  • # clock sinks: 1088
  • CTS Hold Bufs: 0
  • Postcts setup bufs: 0
  • Cts bufs inserted: 109
  • Insertion Delay late pin: 0.70 ns

Global routing
  • Largest net degree at the start of global routing: 83
  • Total gr overflow: 0
  • First-pass GRT wire length: 220 mm
  • Vias in the first global route: 30087
  • GRT Overall Usage: 20.5%
  • Initial antenna violation count: 4

Status
  • Outcome: complete, no violations

Place
  • DPL Wire Length: 90.4 mm
  • Port Buffers: 112
  • Final GP Congestion: 0.889
==> worst max-delay path: cells and delay by family <==
family | cells | cell delay [ns]
AOI/OAI and AO/OA | 2 | 0.59
buffers and inverters | 4 | 2.34
muxes | 1 | 0.59
and+or+nand+nor | 1 | 0.09
==> final cells by class <==
| cell class | count | area [µm²] |
|---|---|---|
| fillers | 14606 | 103000 |
| flip-flops and latches | 1088 | 32000 |
| clock buffers | 136 | 2950 |
| repair buffers | 243 | 2130 |
| multi-input cells | 1190 | 15500 |
| inverters | 2 | 7.51 |
| clock inverters | 68 | 642 |
| well taps | 2146 | 2690 |
| diodes | 10 | 25.0 |
==> metrics by stage <==
stage	hold slack (ns)	utilization, %	setup slack, ns	area [µm²]	std cells
4_1_cts	0.782	35.2	7.10	56000	4873
6_report	0.776	35.2	7.10	56000	4883
3_5_place_dp	0.764	32.9	6.37	52400	4669
2_1_floorplan	0.697	-	6.86	48300	2489
3_3_place_gp	0.756	32.9	6.37	52400	4669
5_1_grt	0.839	35.2	6.88	56000	4882
==> flip-flops by register name, indices dropped and copies added (netlist names) <==
register,flops
rf,1024
rdata1,32
rdata2,32
==> power by group through the flow <==
stage / clock network [mW] / registers (mW) / logic, mW
4_1_cts: 3.22 / 4.01 / 0.646
5_1_grt: 3.35 / 4.03 / 0.687
6_report: 3.18 / 4.02 / 0.647
==> routing by layer <==
layer / global-route usage (%) / up-vias / share of wire [%]
met5: 2.74 / - / 0.28
met4: 3.81 / 14 / 2.3
met3: 20.3 / 265 / 22
met2: 29.0 / 2174 / 44
met1: 21.8 / 13947 / 31
li1: - / 11179 / -
==> synth_stat cells (2+ instances only) <==
master / n / area [µm²]
mux2i_1: 254 / 2540
nor3_1: 68 / 340
nor2_1: 33 / 124
o221ai_1: 63 / 552
clkbuf_1: 115 / 432
nor2b_1: 9 / 56.3
dfxtp_1: 64 / 1280
or3b_2: 4 / 35.0
or3_1: 2 / 12.5
buf_4: 33 / 248
nand3_1: 6 / 30.0
mux4_2: 385 / 8670
nand2_1: 3 / 11.3
and2_1: 34 / 213
a2111oi_0: 63 / 552
edfxtp_1: 1024 / 30700
a211oi_1: 63 / 473
buf_6: 14 / 158
a22o_1: 126 / 1100
a21boi_0: 2 / 15.0
buf_1: 14 / 52.6
buf_2: 33 / 165
inv_1: 2 / 7.51
nand3b_1: 5 / 37.5
o22ai_1: 64 / 400
==> cell families (layout without fill, tap and decap cells) <==
group | Yosys count | count (layout) | synth area share, %
multiplexers | 639 | 639 | 23.2
other | 0 | 10 | 0
flip-flops | 1088 | 1088 | 66.3
buffers and inverters | 211 | 449 | 2.20
AND/OR/NAND/NOR | 169 | 169 | 1.85
AND-OR/OR-AND | 382 | 382 | 6.43
==> worst min path at each step <==
| stage | slack (ns) | start | end |
|---|---|---|---|
| 5_1_grt | 0.84 | rf[6][21]$_DFFE_PP_ | rdata1[21]$_SDFF_PN0_ |
| 4_1_cts | 0.78 | rf[0][25]$_DFFE_PP_ | rdata2[25]$_SDFF_PN0_ |
| 6_report | 0.78 | rf[22][17]$_DFFE_PP_ | rdata1[17]$_SDFF_PN0_ |
Power figures rest on the tool's default switching activity, not on a simulated workload.
